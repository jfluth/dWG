### flow/config.mk
export PLATFORM = sky130hd
export DESIGN_NAME = nexys4_bot_if
export DESIGN_NICKNAME = nexys4_bot_if
export VERILOG_FILES = /design/flow/design.v
export SDC_FILE = /design/flow/constraint.sdc
export NUM_CORES = 4
export LEC_CHECK = 1
export CORE_UTILIZATION = 30
### flow/constraint.sdc
current_design nexys4_bot_if

set clk_period 4.0
set clk_io_pct 0.2

create_clock -name clk0 -period $clk_period [get_ports {clk}]

set non_clock_inputs [all_inputs -no_clocks]
set_input_delay [expr $clk_period * $clk_io_pct] -clock clk0 $non_clock_inputs
set_output_delay [expr $clk_period * $clk_io_pct] -clock clk0 [all_outputs]
### flow/design.v
`timescale 1ns / 1ps
module  nexys4_bot_if (
	input			clk,
	input			rst,			 
	input		[7:0]	PortID,			 
	input		[7:0]	DataIn,			 
	output	reg	[7:0]	DataOut,		 
	input				kWriteStrobe,	 
	input				WriteStrobe,	 
	input				ReadStrobe,
	output	reg			Interrupt,
	input				InterruptAck,
	output	reg	[7:0]	MotCtl,			 
	input		[7:0]	LocX,			 
	input 		[7:0]	LocY,			 
	input		[7:0]	BotInfo,		 
	input		[7:0]	Sensors,		 
	input		[7:0]	LMDist,			 
	input		[7:0]	RMDist,			 
	input			    BotInterrupt,	 
	output	reg	[4:0]	Dig0,			 
	output	reg	[4:0]	Dig1,
	output	reg	[4:0]	Dig2,
	output	reg	[4:0]	Dig3,
	output	reg	[4:0]	Dig4,
	output	reg	[4:0]	Dig5,
	output	reg	[4:0]	Dig6,
	output	reg	[4:0]	Dig7,
	output	reg	[3:0]	DP_l,			 
	output	reg	[3:0]	DP_h,			 
	output	reg	[15:0]	LED,			 
	input		[3:0]	Button,			 
	input		[15:0]	Switch			 
);
parameter	PA_PBTNS		= 8'h00;		 
parameter	PA_SLSWTCH		= 8'h01;		 
parameter	PA_LEDS			= 8'h02;		 
parameter	PA_DIG3			= 8'h03;		 
parameter	PA_DIG2			= 8'h04;		 
parameter	PA_DIG1			= 8'h05;		 
parameter	PA_DIG0			= 8'h06;		 
parameter	PA_DP			= 8'h07;		 
parameter	PA_RSVD			= 8'h08;		 
parameter	PA_MOTCTL_IN	= 8'h09;		 
parameter	PA_LOCX			= 8'h0A;		 
parameter	PA_LOCY			= 8'h0B;		 
parameter	PA_BOTINFO		= 8'h0C;		 
parameter	PA_SENSORS		= 8'h0D;		 
parameter	PA_LMDIST		= 8'h0E;		 
parameter	PA_RMDIST		= 8'h0F;		 
parameter	PA_PBTNS_ALT	= 8'h10;		 
parameter	PA_SLSWTCH1508	= 8'h11;		 
parameter	PA_LEDS1508		= 8'h12;		 
parameter	PA_DIG7			= 8'h13;		 
parameter	PA_DIG6			= 8'h14;		 
parameter	PA_DIG5			= 8'h15;		 
parameter	PA_DIG4			= 8'h16;		 
parameter	PA_DP0704		= 8'h17;		 
parameter	PA_RSVD_ALT		= 8'h18;		 
parameter	PA_MOTCTL_IN_ALT	= 8'h19;	 
parameter	PA_LOCX_ALT			= 8'h1A;	 
parameter	PA_LOCY_ALT			= 8'h1B;	 
parameter	PA_BOTINFO_ALT		= 8'h1C;	 
parameter	PA_SENSORS_ALT		= 8'h1D;	 
parameter	PA_LMDIST_ALT		= 8'h1E;	 
parameter	PA_RMDIST_ALT		= 8'h1F;	 
parameter	CC_BASE		= 8'h10;	 
parameter	CC_SEGBASE	= 8'h10; 	 
parameter	CC_SEGA		= 8'h10;	 
parameter	CC_SEGB		= 8'h11; 	 
parameter	CC_SEGC		= 8'h12; 	 
parameter	CC_SEGD		= 8'h13; 	 
parameter	CC_SEGE		= 8'h14; 	 
parameter	CC_SEGF		= 8'h15; 	 
parameter	CC_SEGG		= 8'h16; 	 
parameter	CC_DOT		= 8'h17; 	 
parameter	CC_UCH		= 8'h18; 	 
parameter	CC_UCL		= 8'h19; 	 
parameter	CC_UCR		= 8'h1A; 	 
parameter	CC_LCL		= 8'h1B; 	 
parameter	CC_LCR		= 8'h1C; 	 
parameter	CC_SPACE1	= 8'h1D; 	 
parameter	CC_SPACE2	= 8'h1E; 	 
parameter	CC_SPACE	= 8'h1F; 	 
    initial begin 
        DP_h <= 4'd0;
    end
	always @(posedge clk) begin
		case (PortID)
			PA_LOCX:		DataOut <= LocX;			 
			PA_LOCX_ALT:	DataOut <= LocX;
			PA_LOCY:		DataOut <= LocY;
			PA_LOCY_ALT:	DataOut <= LocY;
			PA_BOTINFO:		DataOut <= BotInfo;			 
			PA_BOTINFO_ALT:	DataOut <= BotInfo;
			PA_SENSORS:		DataOut <= Sensors;			 
			PA_SENSORS_ALT:	DataOut <= Sensors;
			PA_LMDIST:		DataOut <= LMDist;			 
			PA_LMDIST_ALT:	DataOut <= LMDist;			 
			PA_RMDIST:		DataOut <= RMDist;			 
			PA_RMDIST_ALT:	DataOut <= RMDist;			 
			PA_PBTNS:		DataOut <= {Button};
			PA_PBTNS_ALT:	DataOut <= {Button};
			PA_SLSWTCH:		DataOut <= Switch[15:8];	 
			PA_SLSWTCH1508:	DataOut <= Switch[7:0];		 
			default:		DataOut <= 8'bx;
		endcase
	end 
	always @(posedge clk  ) begin
		if (WriteStrobe) begin
			case(PortID) 
				PA_DIG7:	Dig7  <= DataIn;
				PA_DIG6:	Dig6  <= DataIn;
				PA_DIG5:	Dig5  <= DataIn;
				PA_DIG4:	Dig4  <= DataIn;
				PA_DIG3:	Dig3  <= DataIn;
				PA_DIG2:	Dig2  <= DataIn;
				PA_DIG1:	Dig1  <= DataIn;
				PA_DIG0:	Dig0  <= DataIn;
				PA_DP:		DP_l  <= DataIn;
				PA_DP0704:	DP_h  <= DataIn;
				PA_LEDS:	 LED[7:0]  <= DataIn;
				PA_LEDS1508: LED[15:8] <= DataIn;
				PA_MOTCTL_IN:	  MotCtl[7:0] <= DataIn;
				PA_MOTCTL_IN_ALT: MotCtl[7:0] <= DataIn;
			endcase
		end
	end  
	always @(posedge clk) begin
		if (InterruptAck)
			Interrupt <= 1'b0;
		else if (BotInterrupt)
			Interrupt <= 1'b1;
		else
			Interrupt <= Interrupt;
	end
endmodule
### flow/run.sh
#!/bin/bash
# OpenROAD 26Q1-2900-gdf79404cd8, Yosys 0.63+post, stock flow scripts
make -C /OpenROAD-flow-scripts/flow DESIGN_CONFIG=/design/flow/config.mk WORK_HOME=/design/flow/orfs finish
==> summary.txt <==
Physical design

The flow ran to the end, and the final reports show no timing, DRC or antenna violations. The synthesis report lists the Yosys warning total as 1. Detailed placement reports a standard cell area of 5020 um2.

The die is around 100 um wide. The synthesized-area fraction occupied by ao, oa, aoi and oai cells stands at 0.0771. The detailed-router iteration count before antenna repair stands at 4. The routed design uses about 3.6 mm of met2 wire. The commonest cells after synthesis are edfxtp_1, nor2_1, mux2i_1, dfxtp_1, nor3_1. OpenSTA, run right after detailed placement, puts the worst setup slack at roughly 0.82 ns.

The number of distinct library cells after synthesis stands at 39. The portion of total power attributed to combinational logic stands at 0.110. STA classifies the critical path startpoint as a primary input. On the worst path, the slowest cell contributes a delay of 0.60 ns.

VDD sags by at most 126 uV. The post-route worst setup slack stands at 1.15 ns. Once iteration 0 of detailed routing completed, the report listed ~110 DRC markers. The share of synthesized registers carrying an async set or reset stands at 0. The ratio of total power to cell area stands at around 310 nW/um2.

The final count of hold timing violations stands at 0. The per-instance average area after synthesis stands at ~16 um2. The min-delay analysis places its worst path in the category reg -> reg.

The power report attributes to the sequential group a share of 0.579. At the pin with the least slew margin, the transition time is between 0.8 and 0.9 ns. Summed over all nets, the switching power comes to 0.340 mW. Entering global routing, the biggest net connects 18 pins. The cell area that synthesis handed to floorplanning was about 3100 um2. The tree is rooted in a clkbuf_8.

The final worst-path cycle share stands at 0.714. The share of the core filled by cells before placement stands at 0.308. STA classifies the critical path endpoint as a register. The count of nets left with antenna violations after detail routing stands at 0.

After detailed routing, no signal wire sits above met4. The total inserted antenna cells stands at 0. Yosys mapped a number of flops with a built-in enable equal to between 70 and 80.

TritonCTS built the clock tree. Yosys attributes the largest share of cell area to edfxtp_1, dfxtp_1, mux2i_1. The area share of xor/xnor cells in the synthesized design stands at 0. The buffer levels on the longest clock path stands at 2. In the final routing, the length of wire on met1 measures roughly 3.2 mm. The number of global-route vias before repair came to ~2400. The total number of vias stands at about 2400. The routability-driven placement congestion ratio stands at approximately 0.83.

The post-synthesis share of cell area spent on and, or, nand and nor gates stands at 0.0895. The critical path is of the in -> reg type. The clock network latency to the later pin of the worst-skew pair stands at 0.33 ns. Per the GRT congestion report, total overflow comes to 0. The critical path required time stands at 3.97 ns. The initial antenna violation count stands at 0. The share of total power in the clock network stands at 0.311. The max-slew violation total from the final report stands at 0. Yosys reports a chip area of 3150 um2. The final timing report lists clock skew as 0 ns.

STA reports a reg2reg setup slack of ~3.5 ns. The number of instances in the synthesized netlist stands at 195. The overall global routing resource usage stands at 0.156. The clock tree synthesis step divided the H-tree into 3 levels. The report lists the cells along the critical path as clkdlybuf4s50_1 -> or3_1 -> nor3_1 -> nand2_1 -> nor3_1.

The first global-routing pass estimated between 10 and 15 mm of wire. According to the floorplan report, the die height is 104 um. Yosys reports the multiplexer fraction of the synthesized area as 0.0712.

The most frequently used library cell after synthesis is edfxtp_1. Summed over all nets, the half-perimeter wirelength after detailed placement is between 6 and 7 mm. The floorplan step defined a die boundary enclosing 10900 um2. The design internal power stands at around 1.3 mW.

The share of synthesized area in the top cell type comes to 0.687. The amount of wire on met3 after detailed routing stands at ~950 um. CTS added clock buffers totalling 9. The share of the Yosys chip area taken by registers is 0.744. The TritonCTS sink count stands at between 80 and 90. The timing report shows that the slowest cell on the worst path is or3_1. The total DRC errors in the routed layout stands at 0. During placement, the flow inserted port buffers numbering ~170.

The average detailed-routed wire length per instance stands at 15.4 um. The switching part of the total stands at 0.212. The OpenROAD report gives the critical path a data arrival time of 2.82 ns. The cell count in the Yosys report stands at 195. The worst slew margin relative to its limit stands at 0.463. about 170 I/O pins were placed. The number of logged tool warnings stands at 28. On the worst setup and hold paths after CTS, the clock-pin slew comes to 0.08 ns. For this block, the routed nets add up to between 7 and 8 mm of wire. Of all cell types, the one taking the most synthesized area is edfxtp_1. Per the timing report, the achievable frequency comes out to between 300 and 400 MHz. The number of register bits inferred by synthesis stands at 81. Setup repair after global routing left no endpoint under its margin. Setup violations remaining at the end of the flow were counted as 0. The area growth from synthesis to layout stands at 64.9%. In this design, the critical path's most frequently occurring cell is nor3_1. For this design, the CTS-stage hold fixing added 0 buffers. The most used flip-flop cell after synthesis is edfxtp_1.

The count of fill cells added during filler insertion stands at 880. The standard cell core area stands at a little over 10000 um2. The number of setup buffers added after CTS is 0.

Grouping non-sequential cells by family puts the most area in simple AND/OR/NAND/NOR gates. Setup total negative slack on the finished layout was measured at 0 ns. The clock period could shrink to roughly 2.9 ns. The total number of placement rows stands at 37. The leakage power in the latest report is about 1.7 nW. The maximum fanout along the worst path stands at 13.

The share of post-route cells with drive strength above 1 stands at 0.0851. The final power report lists total power as between 1.5 and 2 mW. The count of max-cap constraint violations stands at 0. The post-cts gate resize count stands at 0. The number of vias per cell after detailed routing stands at approximately 4.6.

The post-synthesis adder-cell area fraction stands at 0. The post-route cell area stands at 5190 um2.
-- kinds of logic after synthesis --
kind of cell    count (synthesis)
flops                          81
simple gates                   53
compound gates                 30
mux                            19
buf+inv                        12
-- sequential cells by signal (all words and copies together), names as in the netlist, 5 cells and up --
| name | count |
|---|---|
| Dig2 | 5 |
| Dig1 | 5 |
| Dig5 | 5 |
| Dig0 | 5 |
| Dig3 | 5 |
| Dig4 | 5 |
| Dig7 | 5 |
| LED | 16 |
| DataOut | 8 |
| MotCtl | 8 |
| Dig6 | 5 |
-- cell usage in the layout, fill, tap and decap left out, drive strengths merged, types with 3 or more instances in the layout --
master / instances
a222oi: 3
buf: 8
clkinv: 4
nand3: 3
nor4: 4
mux2i: 13
clkdlybuf4s50: 168
mux2: 4
clkbuf: 9
a2bb2oi: 6
dfxtp: 9
o2bb2ai: 5
nor3: 9
nand2: 7
nor2: 16
nand4: 3
a21oi: 5
edfxtp: 72
or4b: 3
nand2b: 3
-- layer usage --
layer,up-vias,GRT usage
met5,-,0
met4,0,0.0184
met3,10,0.0729
met2,160,0.240
met1,1048,0.219
li1,1134,-
-- layout make-up --
class / count / area, um2 / area share
tap: 136 / 170 / 0.0328
multi-input combinational: 102 / 761 / 0.147
clock inverter: 7 / 45.0 / 0.00868
sequential: 81 / 2340 / 0.452
inverter: 1 / 3.75 / 0.000724
timing repair buffer: 176 / 1740 / 0.336
clock buffer: 9 / 124 / 0.0239
-- power by group through the flow --
stage	clock, mW	combinational (mW)	sequential, mW
CTS	0.521	0.180	0.929
global route	0.555	0.193	0.929
finish	0.499	0.177	0.929
-- per-stage QoR --
step	hold slack (ns)	utilization	cells
after floorplan	0.415	-	195
after global placement	0.461	0.491	496
after detailed placement	0.473	0.491	496
after CTS	0.491	0.507	512
after global routing	0.513	0.507	512
final	0.481	0.507	512
-- final timing paths --
check        cells past startpoint                   start                      to
min                              2  Interrupt$_SDFFE_PP0P_  Interrupt$_SDFFE_PP0P_
max                              5               PortID[5]       Dig2[4]$_DFFE_PP_
max reg2reg                      2  Interrupt$_SDFFE_PP0P_  Interrupt$_SDFFE_PP0P_
min reg2reg                      2  Interrupt$_SDFFE_PP0P_  Interrupt$_SDFFE_PP0P_
-- critical path, delay by kind of cell --
| kind | cells | cell delay [ns] |
|---|---|---|
| and+or+nand+nor | 4 | 1.61 |
| buffers and inverters | 1 | 0.41 |
No activity file was given, so power comes from the tool's default toggle rates.

==> flow/design.v <==
`timescale 1ns / 1ps
module Colorizer(
    input clk,
    input [1:0] worldIn,
    input [11:0] botIcon,
    input enableVideo,
    output reg [11:0] drawColor
    );
    parameter   BLACK   = 12'b000000000000,
                WHITE   = 12'b111111111111,
                GREEN   = 12'b000011110000,
                RED     = 12'b111100000000,
				BLUE	= 12'b000000001111;
	always @ (posedge clk) begin
        if (~enableVideo) drawColor <= BLACK;		 
        else if (botIcon) drawColor <= botIcon;		 
        else begin
            case (worldIn)							
                2'b00:   drawColor <= WHITE;		 
                2'b01:   drawColor <= BLACK;		 
                2'b10:   drawColor <= GREEN;		 
                2'b11:   drawColor <= RED;			 
            endcase
        end
    end
endmodule
==> flow/run.sh <==
#!/bin/bash
# OpenROAD 26Q1-2900-gdf79404cd8, Yosys 0.63+post, stock flow scripts
make -C /OpenROAD-flow-scripts/flow DESIGN_CONFIG=/design/flow/config.mk WORK_HOME=/design/flow/orfs finish
==> flow/config.mk <==
export PLATFORM = sky130hd
export DESIGN_NAME = Colorizer
export DESIGN_NICKNAME = Colorizer
export VERILOG_FILES = /design/flow/design.v
export SDC_FILE = /design/flow/constraint.sdc
export NUM_CORES = 4
export LEC_CHECK = 1
export CORE_AREA = 10 10 70 70
export DIE_AREA = 0 0 80 80
==> flow/constraint.sdc <==
current_design Colorizer

set clk_period 2.0
set clk_io_pct 0.2

create_clock -name clk0 -period $clk_period [get_ports {clk}]

set non_clock_inputs [all_inputs -no_clocks]
set_input_delay [expr $clk_period * $clk_io_pct] -clock clk0 $non_clock_inputs
set_output_delay [expr $clk_period * $clk_io_pct] -clock clk0 [all_outputs]
==> impl_metrics.toml <==
# flow metrics
[setup_path]
cpMaxStageDelayCell = "clkdlybuf4s50_1"
max_stage_delay_ns = 0.47
criticalPathCategory = "flop to output pin"
critPathTopFamily = "buffers and inverters"
end_kind = "output pin"
critPathMaxFanout = 1
crit_buf_inv = 1
path_cells = "clkdlybuf4s50_1"
critical_path_required_ns = 1.60
worst_ep_arrival_time_ns = 1.06
start_kind = "flop"

[clock_tree]
cts_hold_buf = 0
cts.clk_slew.worst_paths_ns = 0.07
cts_tree = "yes"
cts_setup_buffers = 0
cts_buffer_depth = 2
htree_num_levels = 1
cts_buffers = 3
clock_sinks = 12
cts_resized = 0
root_buffer = "clkbuf_4"

[final_timing]
hold_viol = 0
tns_ns = 0
timing.final.ws_setup_ns = 0.543
slew_viol_final = 0
tightest_slew_ns = 0.359
min_period_over_period = 0.729
final.min_clock_period_ns = 1.46
relSlewSlack = 0.759
rsz0062_at_grt = "no"
fmax_ghz = 0.686
setup_viol = 0

[drt]
vias_per_cell = 3.36
ant_nets = 0
drcViolationCount = 0
firstDrtPassIters = 4
vias = 430
drt-initial-drc-count = 7
drt_wl_total_mm = 1.37
num_antenna_cells = 0
wl_per_cell_um = 10.7

[layout]
layout_top_cell = "clkdlybuf4s50_1"
drive_gt1_frac = 0.0976
fillerInstances = 361
largest_reg_flops = 12
flop_area_um2 = 240
instances_no_fill = 128
final_cell_mix = "27 x clkdlybuf4s50_1, 20 x nand2_1, 12 x dfxtp_1"
synthToLayoutAreaGrowth_pct = 78.2
top_register = "drawColor"
top_regs = "drawColor: 12 flops"
mi_logic_area_um2 = 219

[floorplanning]
fp_util = 0.138
chip_area_mm2 = 0.00640
core_mm2 = 0.00342
die_h_um = 80
io_pins = 28
die_x_um = 80
fp-row-count = 21

[placed_design]
place_inst = 124
post-place-ws_ns = 0.278
gp_congestion = 0.805
place_hpwl_mm = 1.21
portBuffers = 27

[run]
drv_cap = 0
warnings = 26

[grt]
antenna_found_initial = 0
grt_pass1_vias = 452
overflow = 0
grtUsageTotal = 0.0420
grt_pass1_wl_mm = 2.15
grt_max_degree = 11

[logic_synthesis]
yosysChipArea_um2 = 470
synth_flops = 12
synth_cell_types = 14
ys_warn_count = 1
yosysCellCount = 51
yosysSeqAreaShare = 0.511
avgSynthCellArea_um2 = 9.22
synth_area_um2 = 470
syn-instance-count = 51

[run_status]
outcome = "completed"

[power]
switchingPower_mw = 0.107
p_seq_frac = 0.484
p_sw_frac = 0.203
peakVddDrop_mv = 0.128
p_comb_frac = 0.167
clockPowerShare = 0.349
powerDensity_mw_per_mm2 = 628
cellInternalPower_mw = 0.420
p_leak_nw = 0.360

[hold_path]
hold_path_class = "primary input to flop"
[power by group through the flow]
stage / registers (mW) / clock network, mW / logic (mW)
6_report: 0.255 / 0.184 / 0.0878
4_1_cts: 0.255 / 0.189 / 0.0899
5_1_grt: 0.256 / 0.197 / 0.0977
[kinds of logic after synthesis]
family                   synth area share
AND/OR/NAND/NOR                     0.370
flip-flops                          0.511
AND-OR/OR-AND                      0.0426
buffers and inverters              0.0239
adder cells (fa/ha/maj)            0.0532
[Yosys cell counts, drive strengths merged]
master / n / share of area
dfxtp: 12 / 0.51
nand4: 3 / 0.053
and3b: 1 / 0.019
nor3b: 1 / 0.016
nand2: 20 / 0.16
nor4: 2 / 0.090
nor3: 1 / 0.011
inv: 2 / 0.016
clkbuf: 1 / 0.0080
nor2b: 1 / 0.013
nor2: 1 / 0.0080
ha: 2 / 0.053
o21ai: 4 / 0.043
[path summary, 6_finish.rpt]
check / startpoint / end / slack, ns / cells past startpoint
max: drawColor[10] / drawColor[10] / 0.54 / 1
min: botIcon[7] / drawColor[7] / 0.72 / 3
[per-layer routing]
| layer | global-route usage | wire length, µm | vias up |
|---|---|---|---|
| met5 | 0 | 0 | - |
| met4 | 0.0106 | 27 | 0 |
| met3 | 0.0182 | 149 | 2 |
| met2 | 0.0698 | 630 | 16 |
| met1 | 0.0484 | 560 | 179 |
| li1 | - | - | 233 |
[metrics by stage]
stage	total power [mW]	instance area, µm²	utilization	hold slack [ns]
floorplan	0.279	470	-	0.499
global placement	0.349	802	0.235	0.995
detailed placement	0.350	802	0.235	0.992
CTS	0.534	838	0.245	0.710
global route	0.550	838	0.245	0.744
finish	0.527	838	0.245	0.716
[area by class of cell]
type	count	share of cell area
inverter	2	0.00896
sequential	12	0.287
tap	46	0.0687
timing repair buffer	28	0.331
multi-input combinational	36	0.261
clock buffer	4	0.0433
Power figures rest on the tool's default switching activity, not on a simulated workload.
